==> design.v <==
module HalfAdder(
  input wire lhs,
  input wire rhs,
  output wire sum,
  output wire cout
);
  xor(sum, lhs, rhs);
  and(cout, lhs, rhs);
endmodule  
module Adder(
  input wire cin,
  input wire lhs,
  input wire rhs,
  output wire sum,
  output wire cout
);
  HalfAdder halfAdderA(cin, lhs, buffer, carry_left);
  HalfAdder halfAdderB(buffer, rhs, sum, carry_right);
  or(cout, carry_left, carry_right);
endmodule  
module TwoOneMux(
  input wire select,
  input wire [1:0] data,
  output wire result
);
  not(select_, select);
  and(lhs, data[0], select_);
  and(rhs, data[1], select);
  or(result, lhs, rhs);
endmodule  
module FourOneMux(
  input wire [1:0] select,
  input wire [3:0] data,
  output wire result
);
  TwoOneMux muxA(select[0], {data[0], data[1]}, AB);
  TwoOneMux muxB(select[0], {data[2], data[3]}, BC);
  TwoOneMux muxC(select[1], {AB, BC}, result);
endmodule  
module OverflowDetector(
  input wire lhs_msb,
  input wire rhs_msb,
  input wire sum_msb,
  output wire overflow
);
  not(lhs_prime, lhs_msb);
  not(rhs_prime, rhs_msb);
  not(sum_prime, sum_msb);
  and(buffer_one, lhs_prime, rhs_prime);
  and(condition_one, buffer_one, sum_msb);
  and(buffer_two, lhs_msb, rhs_msb);
  and(condition_two, buffer_two, sum_prime);
  or(overflow, condition_one, condition_two);
endmodule  
module OneBitALU(
  input wire rhs_invert,
  input wire [1:0] opcode,
  input wire cin,
  input wire lhs,
  input wire rhs,
  input wire less,
  output wire result,
  output wire cout
);
  not(rhs_, rhs);
  TwoOneMux inverter(rhs_invert, {rhs_, rhs}, rhs_inverted);
  FourOneMux mux(opcode, {and_out, or_out, sum_out, less}, result);
  and(and_out, lhs, rhs_inverted);
  or(or_out, lhs, rhs_inverted);
  Adder adder(cin, lhs, rhs_inverted, sum_out, cout);
endmodule  
module OneBitALU_Set(
  input wire rhs_invert,
  input wire [1:0] opcode,
  input wire cin,
  input wire lhs,
  input wire rhs,
  input wire less,
  output wire result,
  output wire overflow,
  output wire set
);
  not(rhs_, rhs);
  TwoOneMux inverter(rhs_invert, {rhs_, rhs}, rhs_inverted);
  FourOneMux mux(opcode, {and_out, or_out, sum_out, less}, result);
  and(and_out, lhs, rhs_inverted);
  or(or_out, lhs, rhs_inverted);
  Adder adder(cin, lhs, rhs_inverted, sum_out, cout);    
  buf(set, sum_out);
  OverflowDetector detector(lhs, rhs_inverted, sum_out, overflow);
endmodule  
module ALU(
  input wire [2:0] opcode,
  input wire [3:0] lhs,
  input wire [3:0] rhs,
  output wire [3:0] result,
  output wire overflow,
  output wire zero
);
  OneBitALU aluA(opcode[2], {opcode[1], opcode[0]}, opcode[2], lhs[0], rhs[0], set, result[0], coutA);
  OneBitALU aluB(opcode[2], {opcode[1], opcode[0]}, coutA, lhs[1], rhs[1], 1'b0, result[1], coutB);
  OneBitALU aluC(opcode[2], {opcode[1], opcode[0]}, coutB, lhs[2], rhs[2], 1'b0, result[2], coutC);
  OneBitALU_Set aluD(opcode[2], {opcode[1], opcode[0]}, coutC, lhs[3], rhs[3], 1'b0, result[3], overflow_buffer, set);
  or(left, result[0], result[1]);
  or(right, result[2], result[3]);
  or(zero_, left, right);
  not(zero, zero_);
  and(overflow, overflow_buffer, opcode[1]);
endmodule  
module Test;
  reg unsigned [2:0] opcode;
  reg signed [3:0] lhs;
  reg signed [3:0] rhs;
  wire signed [3:0] result;
  wire overflow;
  wire zero;
  ALU alu(opcode, lhs, rhs, result, overflow, zero);
  initial begin
    $display("operation  lhs      rhs      result   overflow  zero");
    $monitor("%d %b     %d %b  %d %b  %d %b   %d         %d", opcode, opcode, lhs, lhs, rhs, rhs, result, result, overflow, zero);
    opcode = 2; lhs = 2; rhs = 2;
    #20; opcode = 2; lhs = 4; rhs = 1;
    #20; opcode = 2; lhs = 6; rhs = 6;
    #20; opcode = 2; lhs = 1; rhs = 1;
    #20; opcode = 2; lhs = 7; rhs = -7;
    #20; opcode = 6; lhs = 5; rhs = 2;
    #20; opcode = 6; lhs = 5; rhs = 7;
    #20; opcode = 6; lhs = -6; rhs = -6;
    #20; opcode = 6; lhs = -7; rhs = 7;
    #20; opcode = 6; lhs = 2; rhs = -2;
    #20; opcode = 0; lhs = 4'b1111; rhs = 4'b0011;
    #20; opcode = 0; lhs = 4'b1111; rhs = 4'b1111;
    #20; opcode = 0; lhs = 4'b0011; rhs = 4'b1100;
    #20; opcode = 1; lhs = 4'b0000; rhs = 4'b0001;
    #20; opcode = 1; lhs = 4'b0000; rhs = 4'b0011;
    #20; opcode = 1; lhs = 4'b1111; rhs = 4'b1111;
    #20; opcode = 7; lhs = 3; rhs = 3;
    #20; opcode = 7; lhs = 3; rhs = 2;
    #20; opcode = 7; lhs = 2; rhs = 3;
  end
endmodule  
==> run.sh <==
#!/bin/bash
# OpenROAD 26Q1-2900-gdf79404cd8, Yosys 0.63+post, stock flow scripts
make -C /OpenROAD-flow-scripts/flow DESIGN_CONFIG=/design/flow/config.mk WORK_HOME=/design/flow/orfs finish
==> config.mk <==
export PLATFORM = sky130hd
export DESIGN_NAME = ALU
export DESIGN_NICKNAME = ALU
export VERILOG_FILES = /design/flow/design.v
export SDC_FILE = /design/flow/constraint.sdc
export NUM_CORES = 4
export LEC_CHECK = 1
export CORE_AREA = 10 10 70 70
export DIE_AREA = 0 0 80 80
==> constraint.sdc <==
current_design ALU

set clk_period 5.1
set clk_io_pct 0.2

create_clock -name clk0 -period $clk_period

set non_clock_inputs [all_inputs -no_clocks]
set_input_delay [expr $clk_period * $clk_io_pct] -clock clk0 $non_clock_inputs
set_output_delay [expr $clk_period * $clk_io_pct] -clock clk0 [all_outputs]
==> run notes <==
The synthesis and place-and-route flow finished, so here is a summary.

In this run, placement finished with an instance count of 106. Per Yosys stat, the portion of area used by sequential elements is 0. The core utilization of the finished layout is 0.161. The global router's overall resource usage came out at 0.0291. The initial antenna violation count was 0.

The I/O pin total came out at 17. Compared with the post-synthesis result, the final layout area differs by 56.0%. The peak supply drop came out at 28.3 uV.

Synthesis produced a netlist whose cell count is 48. The first-pass GRT wire length came out at 1.56 mm. The cell total in the yosys stat output is 48. The number of maximum-capacitance violations recorded for the run is 0. The number of warnings in the stage logs came out at 32. Post-route period utilization is reported as 0.971.

In this run the critical path is formed by clkdlybuf4s50_1 -> mux2i_1 -> fa_1 -> inv_1 -> fa_1 -> or3b_2 -> nor3b_1 -> or3_4 -> nor4_2 -> clkdlybuf4s50_1. After layout, the minimum clock period comes to 4.95 ns. After routing, the total negative slack on setup checks comes to 0 ns. The post-DP HPWL came out at 885 um. The count of antenna-violating nets left after detailed routing is 0.

The data required time at the worst endpoint came out at 4.08 ns. STA on the placed design reports a worst setup slack of 0.162 ns. The total antenna diodes in the routed design is 0. The count of unresolved DRC violations after routing came out at 0. For this run the top cell type by instance count after synthesis was sky130_fd_sc_hd__o21ai_0. Final hold analysis gives a worst-case slack of 3.22 ns. The final max-slew violation count is 0. The power density over the cells is 105 mW/mm^2. The maximum number of pins on one net before global-route repair came out at 10.

The iteration count recorded for the first detailed-route pass is 4. The die area is 0.00640 mm^2. The clock tree buffer count of the final layout came out at 0.

The highest achievable clock rate came out at 0.202 GHz. The number of sequential cells reported for the layout is 0. The sum of overflow across all layers after global routing came out at 0. After its last routability iteration, the placer logged a weighted congestion of 0.763. The unique cell type count in the Yosys netlist is 26. The final tally of hold violations is 0. The number of vias after detailed routing came out at 341. The top-area cell type share of the netlist area is 0.113.

The kind of critical path is input port to output port. The worst setup slack after layout came out at 0.147 ns. sky130_fd_sc_hd__fa_1 takes more of the synthesized area than any other cell. The commonest cells after synthesis are 5 x sky130_fd_sc_hd__o21ai_0, 4 x sky130_fd_sc_hd__buf_4, 4 x sky130_fd_sc_hd__nand2_1, 4 x sky130_fd_sc_hd__xnor2_1. The number of buffers and inverters on the critical path is 3. Setup violations remaining at the end of the flow were counted as 0.

The floorplan has 21 rows. Of all nets on the critical path, the largest fanout is 5. The run finished with clean final reports. For this run, the chip area from Yosys synthesis comes to 353 um^2. The share of layout cells above drive strength 1 is 0.117. The final instance area is 551 um^2. The total wire length after detailed routing came out at 982 um. Headroom to the max-slew limit came out at 0.747.

The worst path arrival time is 3.93 ns. The vertical die dimension is 80 um. The main area contributors are sky130_fd_sc_hd__fa_1 11%, sky130_fd_sc_hd__xnor2_1 9.9%, sky130_fd_sc_hd__buf_4 8.5%.

The number of global-route vias before repair was 348. The nature of the critical path startpoint is an input port. The number of DRC markers after the initial detailed-route iteration is 5. On the critical path the largest part of the delay comes from buffers and inverters. The horizontal extent of the die came out at 80 um. As logged by OpenROAD, the buffers inserted on ports number 17. The number of synthesis warnings is 34. The slowest cell on the critical path is sky130_fd_sc_hd__clkdlybuf4s50_1. The overall power is 0.0579 mW. The actual slew at the worst max-slew pin is 0.377 ns. The longest incremental delay of any stage on the critical path is reported as 0.56 ns. The kind of path behind the tightest hold check is input port to output port. The area occupied by registers is 0 um^2. The kind of capture point of the worst setup path is an output port. The cell area after placement came out at 543 um^2. The leakage power of the design came out at 0.190 nW.

The final cell count without fillers is 106. The routed wire length per instance came out at 9.26 um. The post-synth design cell area is 353 um^2. The floorplan utilization came out at 0.103. The number of vias per cell after detailed routing is 3.22. The core region is 0.00342 mm^2.

The average size of a mapped cell came out at 7.35 um^2.
==> worst min-delay path, cell delays in order <==
cell and delay [ns]:
sky130_fd_sc_hd__clkdlybuf4s50_1 0.56, sky130_fd_sc_hd__and2_1 0.21, sky130_fd_sc_hd__clkdlybuf4s50_1 0.40
==> final timing paths <==
check	from	to	slack, ns	cells after the start
worst min-delay path	opcode[1]	overflow	3.22	3
worst max-delay path	rhs[0]	zero	0.15	10
==> power breakdown <==
group          switching, mW  internal [mW]
registers                  0              0
clock network              0              0
logic                 0.0241         0.0338
total                 0.0241         0.0338
==> cell families after synthesis <==
group / synth area share
AOI/OAI and AO/OA: 0.177
muxes: 0.0284
adders and majority gates: 0.142
and+or+nand+nor: 0.298
xor gates and xnor gates: 0.195
buffers and inverters: 0.160
==> cells in the final DEF, fill, tap and decap left out, types with 2 or more instances in the layout <==
master                            instances
sky130_fd_sc_hd__nand2_1                  4
sky130_fd_sc_hd__clkdlybuf4s50_1         17
sky130_fd_sc_hd__nand2b_1                 2
sky130_fd_sc_hd__a21oi_1                  3
sky130_fd_sc_hd__o21ai_0                  5
sky130_fd_sc_hd__fa_1                     2
sky130_fd_sc_hd__xor2_1                   2
sky130_fd_sc_hd__nor2_1                   3
sky130_fd_sc_hd__xnor2_1                  3
sky130_fd_sc_hd__inv_1                    3
==> repair_timing <==
item | 4_1_cts | 5_1_grt
resized | 0 | 1
endpoints found under the setup margin | 0 | 2
setup buffers | 0 | 0
hold buffers | 0 | 0
==> final cells by class <==
class                      instances  area (um^2)
fill                             409         2870
inverter                           3         11.3
timing repair buffer              18          178
tap                               46         57.6
multi-input combinational         39          304
==> per-layer routing <==
metal	track usage	vias up	share of wire	routed length, um
met5	0	-	0	0
met1	0.0417	149	0.52	513
li1	-	182	-	-
met2	0.0465	10	0.42	416
met4	0	0	0	0
met3	0.00568	0	0.053	52
No activity file was given, so power comes from the tool's default toggle rates.
