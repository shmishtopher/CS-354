[flow/config.mk]
export PLATFORM = sky130hd
export DESIGN_NAME = SevenSegment
export DESIGN_NICKNAME = SevenSegment
export VERILOG_FILES = /design/flow/design.v
export SDC_FILE = /design/flow/constraint.sdc
export NUM_CORES = 4
export LEC_CHECK = 1
export CORE_AREA = 10 10 70 70
export DIE_AREA = 0 0 80 80
[flow/constraint.sdc]
current_design SevenSegment

set clk_period 1.0
set clk_io_pct 0.2

create_clock -name clk0 -period $clk_period

set non_clock_inputs [all_inputs -no_clocks]
set_input_delay [expr $clk_period * $clk_io_pct] -clock clk0 $non_clock_inputs
set_output_delay [expr $clk_period * $clk_io_pct] -clock clk0 [all_outputs]
[flow/design.v]
module SevenSegment(
  input wire x,
  input wire y,
  input wire z,
  output wire a,
  output wire b,
  output wire c,
  output wire d,
  output wire e,
  output wire f,
  output wire g
);
  not(x_, x);
  not(y_, y);
  not(z_, z);
  and(x_Az_, x_, z_);
  and(xAz, x, z);
  and(x_Ay, x_, y);
  and(xAy_Az, xAz, y_);
  and(yAz_, y, z_);
  and(x_Ay_Az_, x_Az_, y_);
  and(x_AyAz, x_Ay, z);
  and(xAyAz_, x, yAz_);
  and(xAy_, x, y_);
  or(a_buffer_0, x_Az_, xAz);
  or(a, a_buffer_0, y);
  or(b, y_, xAz);
  or(c_buffer_0, y_, x);
  or(c, c_buffer_0, z_);
  or(d_buffer_0, x_Az_, xAy_Az);
  or(d_buffer_1, d_buffer_0, x_Ay);
  or(d, d_buffer_1, yAz_);
  or(e_buffer_0, x_Ay_Az_, x_AyAz);
  or(e, e_buffer_0, xAyAz_);
  or(f_buffer_0, x_Ay, xAy_);
  or(f, f_buffer_0, z_);
  or(g_buffer_0, x_Ay, yAz_);
  or(g, g_buffer_0, xAy_);
endmodule  
module SevenSegmentTest;
  reg x;
  reg y;
  reg z;
  wire a;
  wire b;
  wire c;
  wire d;
  wire e;
  wire f;
  wire g;
  SevenSegment sevenSegment(x, y, z, a, b, c, d, e, f, g);
  initial begin
    $monitor("x = %d, y = %d, z = %d, a = %d, b = %d, c = %d, d = %d, e = %d, f = %d, g = %d", x, y, z, a, b, c, d, e, f, g);
    x = 0; y = 0; z = 0;
    #20; x = 0; y = 0; z = 1;
    #20; x = 0; y = 1; z = 0;
    #20; x = 0; y = 1; z = 1;
    #20; x = 1; y = 0; z = 0;
    #20; x = 1; y = 0; z = 1;
    #20; x = 1; y = 1; z = 0;
    #20; x = 1; y = 1; z = 1;
  end
endmodule  
[flow/run.sh]
#!/bin/bash
# OpenROAD 26Q1-2900-gdf79404cd8, Yosys 0.63+post, stock flow scripts
make -C /OpenROAD-flow-scripts/flow DESIGN_CONFIG=/design/flow/config.mk WORK_HOME=/design/flow/orfs finish
==> results.yml <==
# yosys + openroad results
place:
  routabilityCongestion: 0.7011
  port_buffers: 10
  post_dp_cell_area_sq_um: 306.5
  dp_slack_ns: -1.011
final_timing:
  min_period_ns: 1.161
  hold_violations: 0
  setup-violations-final: 3
  max_clock_freq_mhz: 861.3
  fin_ws_ns: -0.1611
  worst_slew_pin_slew_ns: 0.2382
  rsz0062_at_grt: "yes"
  timing.slew.headroom: 0.8387
  drv_slew: 0
  period_used_share: 1.161
hold_path:
  min_from: "z"
  min_path_type: "input port to output pin"
  min_to: "e"
  holdPathStages: 3
setup_path:
  cp-end-kind: "output pin"
  crit_fanout: 3
  cp-start-kind: "input port"
  crit_type: "input port to output pin"
  required_ns: 0.80
  critPathArrivalTime_ns: 0.96
die:
  fp-utilization: 0.03480
  rows: 21
  num_io_pins: 10
  design.core.area_sq_um: 3416
  dieHeight_microns: 80
  fp.dieW_microns: 80
  dieArea_sq_um: 6400
flow_run:
  maxCapViolations: 0
  tool_warnings: 36
cells_and_area:
  fin_area_sq_um: 361.6
  final_cell_mix: "buf_2, buf_4, ha_4, nand2_2, buf_12"
  lay_top_count: "buf_2"
  n_sequential_cell: 0
  syn_to_final_growth_pct: 204.2
  flop_area_sq_um: 0
  final_util: 0.1059
  drive_gt1_frac: 0.7097
  nClkBuffers: 0
drt:
  drt-total-wl_microns: 506
  viasPerCell: 2.117
  diodes: 0
  drtAntennaViolNets: 0
  dr.pass1.iters: 2
  drt_iter0_markers: 6
  via_count: 163
  drc_errors: 0
  post_drt_wl_per_cell_microns: 6.571
synthesis:
  avgSynthCellArea_sq_um: 7.429
  synthDistinctLibCells: 10
  ys_area_sq_um: 118.9
  synthCells: 16
  yosysWarnings: 19
  syn_area_sq_um: 118.9
  yosys_cells: 16
  ys_seq_frac: 0
power_and_ir_drop:
  p_int_w: 0.00007396
  combPwrFrac: 1.000
  leakage_nw: 0.1448
  netSwitchingFraction: 0.3690
  p_sw_w: 0.00004324
  clockPowerShare: 0
  power_density_nw_per_um2: 324.1
  peakVddDrop_uv: 46.56
  seq_power_share: 0
global_routing:
  grt.overflow.total: 0
  grt_pass1_vias: 150
  grt_first_pass_wirelength_microns: 779
  grt_usage: 0.01432
  grt_max_degree: 6
  antenna_found_initial: 0
outcome:
  violations: "setup timing"
  status: "finished, violations left"
clock_tree:
  ctsHoldBuffers: 0
## area by class of cell
cell class,instances,area (sq um)
Fill cell,396,3054
Tap cell,46,57.56
Timing Repair Buffer,15,135.1
Inverter,3,18.77
Multi-Input combinational cell,13,150.1
## power by group through the flow
| stage | Combinational (W) | Sequential [W] | Clock (W) |
|---|---|---|---|
| after CTS | 0.000110 | 0 | 0 |
| after global routing | 0.000131 | 0 | 0 |
| final | 0.000117 | 0 | 0 |
## cells in the mapped netlist (all sizes together)
cell type  instances  share of area
ha                 4           0.42
inv                3          0.095
nand2              3          0.095
a2111o             1          0.095
nand2b             1          0.053
nor2b              1          0.053
o311ai             1          0.074
or2b               1          0.063
or3                1          0.053
## repair_timing
action                     in CTS  in global routing
setup buffers                   0                  1
setup endpoints to repair       7                  5
gates resized                  54                  3
pin swaps                       5                  2
## layer usage
| layer | track usage | share of wire |
|---|---|---|
| met4 | 0 | 0 |
| met1 | 0.01846 | 0.44 |
| met2 | 0.02408 | 0.44 |
| met3 | 0.004545 | 0.11 |
| met5 | 0 | 0 |
## worst max-delay path: stages
cell and delay [ns]:
buf_12 0.09, inv_6 0.04, ha_4 0.14, a2111o_1 0.37, buf_2 0.12
## through the flow
stage	hold slack, ns	setup TNS, ns	power, W	instances
6_report	0.7165	-0.3742	0.0001172	77
5_1_grt	0.7404	-0.5137	0.0001314	77
4_1_cts	0.7056	-0.3756	0.0001100	76
3_5_place_dp	1.465	-6.158	0.0001037	76
3_3_place_gp	1.457	-6.117	0.0001033	76
2_1_floorplan	0.4151	0	0.00002546	16
## cells by family (layout without fill, tap and decap cells)
logic type,after synthesis,count (layout),share of synthesized area
fa+ha+maj,4,4,0.4211
buf+inv,3,18,0.09473
simple gates,7,7,0.3159
compound gates,2,2,0.1684
## worst max-delay path by stage
stage / to / slack, ns / startpoint / cells after the start
final: d / -0.16 / x / 5
after global routing: d / -0.19 / x / 5
after CTS: d / -0.17 / x / 4
Power figures rest on the tool's default switching activity, not on a simulated workload.
