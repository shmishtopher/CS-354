==> flow/config.mk <==
export PLATFORM = sky130hd
export DESIGN_NAME = FourBitAdder
export DESIGN_NICKNAME = FourBitAdder
export VERILOG_FILES = /design/flow/design.v
export SDC_FILE = /design/flow/constraint.sdc
export NUM_CORES = 4
export LEC_CHECK = 1
export CORE_AREA = 10 10 70 70
export DIE_AREA = 0 0 80 80
==> flow/constraint.sdc <==
current_design FourBitAdder

set clk_period 3.7
set clk_io_pct 0.2

create_clock -name clk0 -period $clk_period

set non_clock_inputs [all_inputs -no_clocks]
set_input_delay [expr $clk_period * $clk_io_pct] -clock clk0 $non_clock_inputs
set_output_delay [expr $clk_period * $clk_io_pct] -clock clk0 [all_outputs]
==> flow/run.sh <==
#!/bin/bash
# OpenROAD 26Q1-2900-gdf79404cd8, Yosys 0.63+post, stock flow scripts
make -C /OpenROAD-flow-scripts/flow DESIGN_CONFIG=/design/flow/config.mk WORK_HOME=/design/flow/orfs finish
==> flow/design.v <==
module OneBitFullAdderDirect(
  input wire lhs,
  input wire rhs,
  input wire cin,
  output wire sum,
  output wire cout
);
  not(lhs_, lhs);
  not(rhs_, rhs);
  not(cin_, cin);
  and(lhs_rhs_, lhs_, rhs_);
  and(lhs_cin_, lhs_, cin_);
  and(rhs_cin_, rhs_, cin_);
  and(rhslhs, rhs, lhs);
  and(lhs_rhs_cin, lhs_rhs_, cin);
  and(lhs_cin_rhs, lhs_cin_, rhs);
  and(rhs_cin_lhs, rhs_cin_, lhs);
  and(rhslhscin, rhslhs, cin);
  and(rhs_and_cin, rhs, cin);
  and(lhs_and_cin, lhs, cin);
  and(lhs_and_rhs, lhs, rhs);
  or(left_sum_buffer, lhs_rhs_cin, lhs_cin_rhs);
  or(right_sum_buffer, rhs_cin_lhs, rhslhscin);
  or(sum, left_sum_buffer, right_sum_buffer);
  or(cout_buffer, rhs_and_cin, lhs_and_cin);
  or(cout, cout_buffer, lhs_and_rhs);
endmodule  
module FourBitAdder(
  input wire operation,
  input wire [3:0] lhs,
  input wire [3:0] rhs,
  output wire [3:0] sum,
  output wire cout,
  output wire overflow
);
  wire c0;
  wire c1;
  wire c2;
  xor(rhs_0, rhs[0], operation);
  xor(rhs_1, rhs[1], operation);
  xor(rhs_2, rhs[2], operation);
  xor(rhs_3, rhs[3], operation);
  OneBitFullAdderDirect adder_0(lhs[0], rhs_0, operation, sum[0], c0);
  OneBitFullAdderDirect adder_1(lhs[1], rhs_1, c0, sum[1], c1);
  OneBitFullAdderDirect adder_2(lhs[2], rhs_2, c1, sum[2], c2);
  OneBitFullAdderDirect adder_3(lhs[3], rhs_3, c2, sum[3], cout);
  xor(overflow, cout, c2);
endmodule  
module FourBitAdderTest;
  reg operation;
  reg signed [3:0] lhs;
  reg signed [3:0] rhs;
  wire signed [3:0] sum;
  wire cout;
  wire overflow;
  FourBitAdder fourBitAdder(operation, lhs, rhs, sum, cout, overflow);
  initial begin
    $monitor("op = %d, lhs = %d, rhs = %d, sum = %d, cout = %d, overflow = %d", operation, lhs, rhs, sum, cout, overflow);
    operation = 0; lhs = 5; rhs = 3;
    #20; operation = 0; lhs = 5; rhs = 0;
    #20; operation = 0; lhs = 5; rhs = -6;
    #20; operation = 1; lhs = 3; rhs = -3;
    #20; operation = 1; lhs = 4; rhs = 2;
    #20; operation = 0; lhs = 6; rhs = 7;
    #20; operation = 0; lhs = 0; rhs = 0;
    #20; operation = 1; lhs = 0; rhs = 0;
  end
endmodule  
==> flow_summary.yaml <==
# generated from flow reports
critical_path:
  critPathLaunch: "operation"
  critical_path.cell_chain: "clkbuf_2 -> xor2_2 -> fa_2 -> fa_2 -> fa_2 -> buf_4 -> clkdlybuf4s50_1"
  crit_path_max_incr_delay_ns: 0.42
  cpMaxStageDelayCell: "fa_2"
  crit_path_start_kind: "input pin"
  cp_num_cells: 7
  worst_ep_required_time_ns: 2.96
  kind_of_critical_path: "input pin to output pin"
  crit_path_max_fanout: 5
  critPathBufInv: 3
  cell_repeated_most_along_the_worst_path: "fa_2"
  crit_path_dat_ns: 2.88
  critical-path-top-delay-family: "adder cells"
  end_kind: "output pin"
  crit_end: "cout"
yosys:
  yosys.area_share.simple: 0.06081
  synth_warnings: 21
  syn-cell-area_sq_um: 185.2
  yosys-stat-cells: 20
  compound_cell_area_share_of_the_yosys_netlist: 0.08108
  synthesis.instances: 20
  syn_area_per_cell_sq_um: 9.259
  muxShareOfSynthArea: 0
  ys_seq_frac: 0
  synthAdderAreaFrac: 0.3919
  xor_area_frac: 0.2365
  synthTopLogicFamily: "adder cells"
  yosys.stat.chipArea_sq_um: 185.2
  cell_variety_after_synth: 11
min_path:
  timing.hold.worst_path_depth: 3
  hold_path.class: "input pin to output pin"
drt:
  remaining_drc_errors: 0
  drt_first_iter_violations: 1
  antenna_violating_nets_post_route: 0
  drt-wirelength-per-cell_microns: 7.321
  drt-total-wl_microns: 593
  drtPass1Iterations: 2
  detail_route.vias_per_cell: 2.235
  n_antenna_cell: 0
  vias: 181
power_and_ir_drop:
  totalPowerFinal_uw: 65.52
  power.ir.vdd_worst_mv: 0.06158
  power_leakage_uw: 0.0001980
  cellPowerDensity_nw_per_um2: 155.8
job:
  warnings: 33
  number_of_maximum_capacitance_violations: 0
placement:
  placed_cells_incl_taps: 80
  hpwlAfterDp_microns: 506.8
  gp_congestion: 0.7661
  place.port_buffers: 15
global_routing:
  largest_net_degree_at_the_start_of_global_routing: 6
  antenna_found_initial: 0
  globalRoute.totalOverflow: 0
  grt_util_all_layers: 0.01741
  first_global_vias: 191
  grt_pass1_wl_microns: 910
die:
  die_width_microns: 80
  chipArea_sq_um: 6400
  core.rowCount: 21
  design.portCount: 15
  die.size.y_microns: 80
  placeable_area_sq_um: 3416
  core_util_floorplan: 0.05421
final_timing:
  finalHoldViolations: 0
  setup_total_negative_slack_ns: 0
  relSlewSlack: 0.8703
  tightest_slew_ns: 0.1939
  fmax_ghz: 0.2763
  final.period_utilization: 0.9783
  final-setup-viol-count: 0
  timing.final.crit_period_ns: 3.620
  report.final.slew_viol_count: 0
cts:
  cts.hold.buffers_added: 0
final_layout:
  final_cell_mix: "clkdlybuf4s50_1, dlymetal6s2s_1, buf_4"
  ff_count: 0
  layout.filler_cells: 392
  clock_buffer_count: 0
  flow.area_growth_from_synthesis_pct: 127.0
  final_layout_top_logic_cell: "clkdlybuf4s50_1"
  layout.core_utilization: 0.1231
  tally_of_non_filler_cells_in_the_final_layout: 81
  post_route_cells_drive_above_1_share: 0.3143
  register_area_sq_um: 0
status:
  outcome: "finished clean"
[cell usage after synthesis (all sizes together)]
cell | number | area share
a221o | 1 | 0.054
buf | 5 | 0.19
fa | 3 | 0.32
ha | 1 | 0.068
inv | 2 | 0.041
nand2 | 1 | 0.020
nor3b | 1 | 0.041
o21ai | 1 | 0.027
xnor2 | 1 | 0.047
xor2 | 4 | 0.19
[tightest hold or removal path: cells and delay by family]
kind / cells / cell delay [ns]
adder cells (fa/ha/maj): 1 / 0.20
buffers and inverters: 2 / 0.56
[worst min path at each step]
stage         startpoint  endpoint  slack [ns]
finish            lhs[1]    sum[1]        2.25
global route      lhs[1]    sum[1]        2.30
CTS               lhs[3]    sum[3]        2.39
[layout make-up]
type                       instances  area [sq um]  share of cell area
multi-input combinational         13         161.4              0.3839
inverter                           2         7.507             0.01786
tap                               46         57.56              0.1369
timing repair buffer              20         193.9              0.4613
[logic make-up after synthesis]
group / Yosys count
buf+inv: 7
xor+xnor: 5
simple gates: 2
compound gates: 2
fa+ha+maj: 4
[routing by layer]
layer / track usage / part of all wire / vias up
li1: - / - / 88
met1: 0.02341 / 0.52 / 79
met2: 0.02247 / 0.30 / 14
met3: 0.01364 / 0.17 / 0
met4: 0 / 0 / 0
met5: 0 / 0 / -
[timing repair]
item                       4_1_cts  5_1_grt
setup endpoints to repair        3        1
resized                          6        9
pin swaps                        0        5
buffers inserted                 0        1
[metrics by stage]
step	cell area, sq um	setup slack (ns)	hold WS [ns]
2_1_floorplan	185.2	0.5214	1.635
3_3_place_gp	387.9	-0.4275	2.599
3_5_place_dp	387.9	-0.4370	2.597
4_1_cts	392.9	-0.1070	2.393
5_1_grt	420.4	-0.001587	2.299
6_report	420.4	0.08024	2.247
[power by group]
part	total [uW]	internal, uW	switching (uW)
Sequential	0	0	0
Combinational	65.5	45.5	20.0
Clock	0	0	0
Total	65.5	45.5	20.0
